`run.sh`:
```
#!/bin/bash
# OpenROAD 26Q1-2900-gdf79404cd8, Yosys 0.63+post, stock flow scripts
make -C /OpenROAD-flow-scripts/flow DESIGN_CONFIG=/design/flow/config.mk WORK_HOME=/design/flow/orfs finish
```
`constraint.sdc`:
```
current_design clk_100ms

set clk_period 3.8
set clk_io_pct 0.2

create_clock -name clk0 -period $clk_period [get_ports {clk}]

set non_clock_inputs [all_inputs -no_clocks]
set_input_delay [expr $clk_period * $clk_io_pct] -clock clk0 $non_clock_inputs
set_output_delay [expr $clk_period * $clk_io_pct] -clock clk0 [all_outputs]
```
`design.v`:
```
`timescale 1ns / 1ps
module clk_100ms #(
parameter N = 2500000, 
    WIDTH = 22 
)  
(  
    clk, clk_out
    );  
	 input clk;
	 output reg clk_out = 0;
	reg [WIDTH:0]counter = 0;  
	always @(posedge clk) begin  
		 if (counter == N-1) begin  
			  counter <= 0;  
		 end  
		 else begin  
			  counter <= counter + 1;  
		 end  
	end  
	always @(posedge clk) begin  
		 if (counter == N-1) begin  
			  clk_out <= !clk_out;  
		 end  
	end  
endmodule  
```
`config.mk`:
```
export PLATFORM = sky130hd
export DESIGN_NAME = clk_100ms
export DESIGN_NICKNAME = clk_100ms
export VERILOG_FILES = /design/flow/design.v
export SDC_FILE = /design/flow/constraint.sdc
export NUM_CORES = 4
export LEC_CHECK = 1
export CORE_AREA = 10 10 104 104
export DIE_AREA = 0 0 114 114
```
==> flow_summary.yaml <==
# synthesis and place-and-route metrics
global_routing:
  grt_pass1_vias: 650
  overflow: 0
  antenna_found_initial: 0
  grt_use_total_pct: 2.70
  grt_max_degree: 15
  grt_pass1_wl_um: 3080
synth:
  avgSynthCellArea_um2: 9.56
  synth_seq_share_pct: 47.5
  synthCells: 108
  top_cells_by_area: "dfxtp_1 45%, xnor2_1 9.3%, xor2_1 5.9%, nand3_1 4.8%, nor4_1 4.8%"
  synth_top_area_share_pct: 44.6
  ys.flops: 24
  top_cell: "dfxtp_1"
  synth_area_leader_cell: "dfxtp_1"
  edf_count: 1
  synth_area_um2: 1030
  synth_cell_types: 29
  yosysCellCount: 108
  ff_type: "dfxtp_1"
  yosysWarnings: 1
  ys_top_cells_by_count: "23 x dfxtp_1, 13 x nor2_1, 11 x xnor2_1, 10 x nand3_1"
  yosysChipArea_um2: 1030
  async_reset_ff_share_pct: 0
critical_path:
  crit_type: "reg2reg"
  crit_required_ns: 3.78
  crit_slowest_cell: "nor4_2"
  cp-end-kind: "register"
  cpPeakStageDelay_ns: 0.53
  startpoint_type: "register"
  crit_arrival_ns: 2.02
  worstPathCellList: "ha_1, nand4_1, nor4_2, buf_4"
  crit_fanout: 9
sta:
  fin_skew_ns: 0.00424
  hold_viol: 0
  setup_ws_ns: 1.77
  slew_headroom_pct: 45.1
  fmax_mhz: 492
  setup-violations-final: 0
  setup_tns_ns: 0
  finalMaxSlewViolations: 0
  hold_ws_ns: 0.474
  rsz0062_at_grt: "false"
  min_period_ns: 2.03
  worst_pin_slew_ns: 0.815
  min_period_over_period_pct: 53.5
routing:
  initialDrtViolationCount: 63
  num_vias: 740
  diodes: 0
  ant_nets: 0
  route.detailed.drc: 0
  routed_via_density: 3.35
  dr.pass1.iters: 4
  routed_wl_um: 1730
  wl_per_cell_um: 7.85
layout:
  final_core_util_pct: 14.5
  syn2layout_area_growth_pct: 21.6
  drive_gt1_share_pct: 10.6
  stdcell_area_um2: 1250
  final_cells: 221
  fillers: 1002
  seq_area_um2: 490
  layout.area.comb_um2: 529
clock_tree:
  clkLatencyLatePin_ns: 0.26
  post_cts_buffers: 0
  cts_inserted_buffers: 3
  htree_levels: 1
  hold_buffers: 0
  clock_path_buffers: 2
  clock-sinks: 24
  cts_root_buf: "clkbuf_8"
  cts_tree: "yes"
  clkSlewWorstSetupHoldPaths_ns: 0.08
  cts_resized: 0
placement:
  dp_hpwl_um: 1260
  dp_cells: 217
  port_buffers: 1
  gp_congestion: 0.805
  place_area_um2: 1180
  preCtsSetupSlack_ns: 1.78
floorplanning:
  fp-row-count: 34
  die_x_um: 114
  die_area_um2: 13000
  ios: 2
  coreArea_um2: 8680
  die.size.y_um: 114
  initCoreUtil_pct: 11.9
power_and_ir_drop:
  leakage_nw: 0.418
  power_density_nw_per_um2: 376
  ir_drop_mv: 0.374
  power.total_uw: 472
run:
  drv_cap: 0
  warnings: 25
run_status:
  outcome: "completed"
hold_path:
  hold_path.class: "reg2reg"
layout make-up:
cell class,count,share of cell area (%)
clock inverters,1,2.39
well taps,108,10.8
inverters,3,0.897
multi-input cells,80,42.2
clock buffers,3,3.29
repair buffers,2,1.40
flip-flops and latches,24,39.1
final timing paths:
path | from | end | slack (ns) | cells past startpoint
max | counter[0] | clk_out | 1.77 | 4
min | counter[22] | counter[22] | 0.47 | 1
max reg2reg | counter[0] | clk_out | 1.77 | 4
min reg2reg | counter[22] | counter[22] | 0.47 | 1
cell families (layout without fill, tap and decap cells):
group	after synthesis	in the layout	synth area share (%)
flip-flops	24	24	47.5
buffers and inverters	4	9	1.82
AND-OR/OR-AND	5	5	3.64
XOR/XNOR	18	18	15.3
AND/OR/NAND/NOR	56	56	30.5
adder cells (fa/ha/maj)	1	1	1.21
routing by layer:
metal / vias up / GRT usage (%) / routed length, um
met5: - / 0 / 0
met3: 0 / 0.957 / 74
met1: 338 / 4.07 / 956
li1: 391 / - / -
met2: 11 / 3.83 / 704
met4: 0 / 0 / 0
where the power goes:
group	internal [mW]	switching (mW)	leakage (nW)
combinational	0	0	0.185
clock	0.141	0.0791	0.0357
sequential	0.253	0	0.197
total	0.393	0.0791	0.418
flip-flops by register name, summed over array words and instances, names as in the netlist:
register  count
counter      23
clk_out       1
cell usage in the layout (no fill, tap or decap), drive strengths merged:
| cell type | instances |
|---|---|
| bufinv | 1 |
| ha | 1 |
| xnor2 | 11 |
| xor2 | 7 |
| nor3 | 2 |
| buf | 1 |
| nand3 | 11 |
| a21oi | 2 |
| a41oi | 1 |
| nand3b | 1 |
| or3 | 2 |
| edfxtp | 1 |
| nor2 | 13 |
| or4b | 1 |
| nor4 | 9 |
| dfxtp | 23 |
| nand4 | 3 |
| a21bo | 1 |
| and3 | 2 |
| clkdlybuf4s50 | 1 |
| o21ai | 1 |
| nor3b | 1 |
| clkbuf | 3 |
| or4 | 1 |
| inv | 3 |
| nor2b | 1 |
| nand2 | 8 |
| and2 | 1 |
worst max-delay path: cells and delay by family (launching register included):
kind / cells / cell delay (ns)
and+or+nand+nor: 2 / 0.88
adders and majority gates: 1 / 0.22
DFF: 1 / 0.41
buffers and inverters: 1 / 0.24
No activity file was given, so power comes from the tool's default toggle rates.
