**config.mk**
```make
export PLATFORM = sky130hd
export DESIGN_NAME = bcd2seg
export DESIGN_NICKNAME = bcd2seg
export VERILOG_FILES = /design/flow/design.v
export SDC_FILE = /design/flow/constraint.sdc
export NUM_CORES = 4
export LEC_CHECK = 1
export CORE_AREA = 10 10 70 70
export DIE_AREA = 0 0 80 80
```
**constraint.sdc**
```tcl
current_design bcd2seg

set clk_period 1.4
set clk_io_pct 0.2

create_clock -name clk0 -period $clk_period

set non_clock_inputs [all_inputs -no_clocks]
set_input_delay [expr $clk_period * $clk_io_pct] -clock clk0 $non_clock_inputs
set_output_delay [expr $clk_period * $clk_io_pct] -clock clk0 [all_outputs]
```
**design.v**
```verilog
`timescale 1ns / 1ps
module bcd2seg(
	 Y,
	 A
    );
	 input [3:0] A ;
	 wire [3:0] A ;
	 output [6:0] Y ;
	 wire [6:0] Y ;
	 reg [6:0] Y_r;
	 assign Y =~Y_r;
    always @(A)
    begin
        case (A )
				 4'b0000: Y_r = 7'b1111110;  
				 4'b0001: Y_r = 7'b0110000;  
				 4'b0010: Y_r = 7'b1101101;  
				 4'b0011: Y_r = 7'b1111001;  
				 4'b0100: Y_r = 7'b0110011;  
				 4'b0101: Y_r = 7'b1011011;  
				 4'b0110: Y_r = 7'b1011111;  
				 4'b0111: Y_r = 7'b1110010;  
				 4'b1000: Y_r = 7'b1111111;  
				 4'b1001: Y_r = 7'b1111011;  
				 default: Y_r = 7'b0000000;
			endcase
    end
endmodule
```
**run.sh**
```bash
#!/bin/bash
# OpenROAD 26Q1-2900-gdf79404cd8, Yosys 0.63+post, stock flow scripts
make -C /OpenROAD-flow-scripts/flow DESIGN_CONFIG=/design/flow/config.mk WORK_HOME=/design/flow/orfs finish
```
==> notes.md <==
• Final Hold Viols: 0
• number of design rule violations left after detail routing: 0
• first-pass GRT wire length: 903 um
• worst rel slew slack: 86.9%
• Inst Count DP: 84
• number of antenna violations at the first check in global routing: 0
• number of DRC violations after detailed-routing iteration 0: 1
• fin crit period: 1.36 ns
• worst hold path depth: 5
• standard cell with the maximum stage delay on the critical path: sky130_fd_sc_hd__or2_4
• Final setup viols: 0
• chip area from the yosys synthesis statistics: 150 um^2
• average wire per cell in the routed design: 7.26 um
• cell count listed in synth_stat.txt: 24
• WP depth: 7
• IR drop worst, VDD: 0.0321 mV
• P_int: 0.0554 mW
• WS Path Type: primary input to primary output
• net switching power: 0.0470 mW
• switching power share of the total: 45.9%
• number of top-level design ports: 11
• critical path arrival: 1.08 ns
• crit path DRT: 1.12 ns
• worst min path class: primary input to primary output
• proportion of layout cells with a drive suffix above 1: 66.7%
• power share of the combinational group: 100.0%
• total standard cell area after synthesis: 150 um^2
• Startpoint Class: primary input
• Cell variety after synth: 11
• Worst-Margin Slew: 0.196 ns
• ratio of routed vias to standard cells: 2.69
• count of clock-net buffers in the final layout: 0
• pin count of the biggest net entering global routing: 7
• HPWL after detailed placement: 449 um
• end point of the worst hold path: Y[1]
• Setup crit end kind: primary output
• tally of non-filler cells in the final layout: 85
• source of the worst hold timing path: A[1]
• Die X-Extent: 80 um
• routed wire length: 617 um
• Die H: 80 um
• register share after synthesis: 0%
• Log Warnings: 36
• Static Leak: 0.157 nW
• share of power burned in registers: 0%
• n_diodes: 0
• power share of the clock group: 0%
• post-synth top area share: 33.3%
• mean instance size in the synthesized netlist: 6.26 um^2
• IO buf count: 11
• FMAX: 737 MHz
• overall overflow remaining after global route: 0
• delay of the slowest cell on the worst path: 0.23 ns
• Synth Warn #: 1
• fraction of the core area covered by cells at the end of the flow: 11.8%
• number of iterations in the first detailed-routing pass: 2
• starting utilization of the core area: 4.40%
• final total power: 0.102 mW
• reported max-cap violation count: 0
• total global routing track utilization: 1.59%
• Flops: 0
• RD Place Congestion: 0.763
• final period utilization: 97.0%
• fillcell total: 390
• unrepaired setup endpoints after global routing: true
• power per cell area: 253 nW/um^2
• leading area contributor after synthesis: sky130_fd_sc_hd__ha_1
• number of global-route vias before repair: 211
• number of rows created at floorplan: 21
• synth-to-layout area growth: 169%
• cell family with most CP delay: simple AND/OR/NAND/NOR gates
• CP Buf/Inv Count: 3
• remaining number of nets flagged by the antenna check after routing: 0
• outcome: completed
• floorplan die area: 6400 um^2
• crit-path cells: buf_6 -> inv_4 -> ha_4 -> or2_4 -> a21oi_2 -> nor2_1 -> buf_2
• final max-slew violation count: 0
• Sequential cell area: 0 um^2
• Post-Synthesis Cells: 24
• Top cells by area: sky130_fd_sc_hd__ha_1 33%, sky130_fd_sc_hd__a21oi_1 17%, sky130_fd_sc_hd__inv_1 7.5%
• Vias: 229
• hold-fix buffers at CTS: 0
• area inside the core boundary: 3420 um^2
• largest driver fanout on the critical path: 2
## how the worst max path moves through the flow
stage                 start   end  slack [ns]
after CTS              A[1]  Y[0]        0.03
after global routing   A[1]  Y[3]       -0.01
final                  A[1]  Y[3]        0.04
## final cells by class
| class | instances | area [um^2] | share of cell area (%) |
|---|---|---|---|
| Timing Repair Buffer | 15 | 123 | 30.3 |
| Multi-Input combinational cell | 20 | 204 | 50.5 |
| Inverter | 4 | 20.0 | 4.95 |
| Tap cell | 46 | 57.6 | 14.2 |
## kinds of logic (layout without fill, tap and decap cells)
kind of cell | after synthesis | after routing | share of synthesized area, %
fa+ha+maj | 4 | 4 | 33.3
buf+inv | 4 | 19 | 10.0
simple gates | 7 | 7 | 23.3
compound gates | 9 | 9 | 33.3
## tightest hold or removal path, cell delays in order
cell                      delay (ns)
sky130_fd_sc_hd__buf_6          0.08
sky130_fd_sc_hd__buf_6          0.12
sky130_fd_sc_hd__o21ai_2        0.07
sky130_fd_sc_hd__o31ai_2        0.05
sky130_fd_sc_hd__buf_2          0.09
## per-stage QoR
step	setup TNS, ns	hold slack, ns	area, um^2	worst slack, ns
after floorplan	0	0.594	150	0.283
after global placement	-4.58	1.57	340	-0.747
after detailed placement	-4.65	1.56	340	-0.751
after CTS	0	0.960	369	0.0299
after global routing	-0.0146	1.00	404	-0.0146
final	0	0.969	404	0.0425
## repair_timing
action                                  4_1_cts  5_1_grt
pin swaps                                     7        5
hold endpoints to repair                      0        0
buffers inserted                              1        0
endpoints found under the setup margin        7        4
gates resized                                43        9
## power groups by stage
stage / combinational (mW) / sequential [mW] / clock (mW)
global route: 0.115 / 0 / 0
finish: 0.102 / 0 / 0
CTS: 0.0898 / 0 / 0
## cell usage in the layout (no fill, tap or decap)
master and instances:
sky130_fd_sc_hd__buf_4 2, sky130_fd_sc_hd__ha_4 3, sky130_fd_sc_hd__o31ai_2 1, sky130_fd_sc_hd__nor2_1 3, sky130_fd_sc_hd__nor3_4 1, sky130_fd_sc_hd__or2_4 1
sky130_fd_sc_hd__clkdlybuf4s15_2 1, sky130_fd_sc_hd__dlygate4sd2_1 3, sky130_fd_sc_hd__nand2_2 1, sky130_fd_sc_hd__inv_2 1, sky130_fd_sc_hd__clkbuf_2 1, sky130_fd_sc_hd__nand2_1 1
sky130_fd_sc_hd__o21ai_2 2, sky130_fd_sc_hd__inv_4 2, sky130_fd_sc_hd__a21oi_2 2, sky130_fd_sc_hd__buf_6 4, sky130_fd_sc_hd__inv_1 1, sky130_fd_sc_hd__a22oi_1 1
sky130_fd_sc_hd__a21oi_1 3, sky130_fd_sc_hd__buf_2 4, sky130_fd_sc_hd__ha_1 1
## cells in the mapped netlist
| library cell | count |
|---|---|
| sky130_fd_sc_hd__a21oi_1 | 5 |
| sky130_fd_sc_hd__a22oi_1 | 1 |
| sky130_fd_sc_hd__ha_1 | 4 |
| sky130_fd_sc_hd__inv_1 | 3 |
| sky130_fd_sc_hd__inv_2 | 1 |
| sky130_fd_sc_hd__nand2_1 | 2 |
| sky130_fd_sc_hd__nor2_1 | 3 |
| sky130_fd_sc_hd__nor3_2 | 1 |
| sky130_fd_sc_hd__o21ai_1 | 2 |
| sky130_fd_sc_hd__o31ai_1 | 1 |
| sky130_fd_sc_hd__or2_1 | 1 |
## layer usage
layer	track usage, %	wire, um	vias to the layer above
li1	-	-	117
met1	1.65	252	104
met2	3.05	292	8
met3	0.682	73	0
met4	0	0	0
met5	0	0	-
Power figures rest on the tool's default switching activity, not on a simulated workload.
