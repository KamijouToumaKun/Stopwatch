[./config.mk]
export PLATFORM = sky130hd
export DESIGN_NAME = an_gen
export DESIGN_NICKNAME = an_gen
export VERILOG_FILES = /design/flow/design.v
export SDC_FILE = /design/flow/constraint.sdc
export NUM_CORES = 4
export LEC_CHECK = 1
export CORE_AREA = 10 10 91 91
export DIE_AREA = 0 0 101 101
[./constraint.sdc]
current_design an_gen

set clk_period 2.5
set clk_io_pct 0.2

create_clock -name clk0 -period $clk_period [get_ports {mclk}]

set non_clock_inputs [all_inputs -no_clocks]
set_input_delay [expr $clk_period * $clk_io_pct] -clock clk0 $non_clock_inputs
set_output_delay [expr $clk_period * $clk_io_pct] -clock clk0 [all_outputs]
[./design.v]
`timescale 1ns / 1ps
`timescale 1ns / 1ps
module an_gen(
    mclk,
    an
    );
    input mclk;
    output reg [3:0] an = 4'b1110;
    reg [16:0] counter = 0;
    wire clk_500Hz;
    always @(posedge mclk)
      begin
        counter <= counter + 1;
      end
    assign clk_500Hz = counter[16];
    always @(posedge  counter[16]) 
      begin
		    an[0] <= an[3];
		    an[1] <= an[0];
		    an[2] <= an[1];
		    an[3] <= an[2];
	   end
endmodule
[./run.sh]
#!/bin/bash
# OpenROAD 26Q1-2900-gdf79404cd8, Yosys 0.63+post, stock flow scripts
make -C /OpenROAD-flow-scripts/flow DESIGN_CONFIG=/design/flow/config.mk WORK_HOME=/design/flow/orfs finish
==> CHANGELOG.md <==
## Implementation

* Status: completed
* Min-delay src: counter[0]
* Part of the power in the clock network at around 43%
* Reg2Reg Launch Point: counter[0]
* Root buffer cell: clkbuf_8
* GPL Wtd Cong at roughly 0.74
* Internal power at 384 µW
* Post-synthesis sequential area ratio at 52.4%
* Switching power share of the total at between 10% and 20%
* Yosys cell count at between 60 and 70
* Count of unclocked register or latch pins at 4
* RSZ-0062 raised after global routing: false
* Length in cells of the worst reg-to-reg path at 4
* Dpl ws at approximately 1.1 ns
* CTS tree: built
* CP max stage cell: dfxtp_1
* Worst setup SP type: register
* Hold Vio Cnt, Final at 0
* Number of port buffers at 4
* CTS max path bufs at 2
* Hold Path End: counter[0]
* Post-synth top area cell: dfxtp_1
* Chip area at roughly 10000 µm²
* Post-synth area from yosys stat at 802 µm²
* Hold WC Path Type: reg2reg
* Worst path buffer plus inverter count at 0
* Largest net degree at the start of global routing at 10
* CP Cell Sequence: ha_1 > nand4_4 > nor4_4 > xor2_1
* Total CTS buffers at 3
* Tool warnings at 25
* Core area at about 6300 µm²
* Worst reg-to-reg setup slack at 1.12 ns
* Tcrit/Tclk final at a little under three fifths
* Worst Path Required at ~2.7 ns
* Pwr dens at approximately 480 nW/µm²
* Drt initial violations at 33
* Most frequent logic cell in the layout: dfxtp_1
* Max-area cell share at around 52%
* Main area contributors: dfxtp_1, xor2_1, nand4_4
* Post-Syn Instances at between 60 and 70
* Most frequent cells in the layout: dfxtp_1, xor2_1
* Global route overflow at 0
* Setup ws final at ~1.1 ns
* Dpl cells at 147
* Row Count at 29
* Setup-failing EPs final at 0
* Crit Reg-Reg Endpoint: counter[14]
* Max-cap violations at 0
* Fmax at approximately 730 MHz
* Fp_density at ~13%
* Rel. slew slack at about 80%
* Synthesized area at approximately 800 µm²
* Ports at 5
* Clock transition at path regs at about 0.060 ns
* Tot GR Track Use at 2.18%
* Post-Layout Cell Count at 151
* Routed WL at between 1 and 1.5 mm
* Critical path data arrival time at around 1.6 ns
* Layout area overhead at 22.6%
* DR vias at 436
* Pins Over Slew Limit at 0
* Global-route wire length before repair at 1.84 mm
* Antenna Nets Post-Route at 0
* Synth Area per Inst at 12.2 µm²
* Crit path max-delay family: simple AND/OR/NAND/NOR gates
* Final Util at 15.5%
* Comb power frac at 0%
* Via density at 2.89
* NetSw at between 80 and 90 µW
* Setup TNS at 0 ns
* Worst-path fanout max at 5
* DP HPWL at between 800 and 900 µm
* Warnings, synthesis at 1
* Tmin final at roughly 1.4 ns
* Die H at approximately 100 µm
* Leakage Power at roughly 0.00041 µW
* DR pass1 iterations at 2
* Peak VDD IR at around 0.31 mV
* Hold depth at 1
* DRC errors left at 0
* Initial antenna violation count at 0
* Measured slew at the worst slew-check pin at 0.278 ns
* Setup Skew at ~0.0027 ns
* Critical path class: reg2reg
* Die width at roughly 100 µm
* Placed cell area at between 900 and 1000 µm²
* Sequential Power Share at 57.4%
* Number of diodes at 0
* CTS resizes at 0
* Post-CTS Hold Buffers at 0
* Crit end category: register
* Yosys reg bits at 21
* Layout cell share with drive strength beyond 1 at between 15 and 20%
* Design Area, Final at roughly 980 µm²
* H-tree depth at 1
* Drt wl/cell at slightly above 7 µm
* Post-CTS setup buffers at 0
* Vias in the first global route at about 420
* Crit-path max cell delay at about 0.38 ns
* Number of unconstrained endpoints at 8
* Clock latency (worst-skew pair) at ~0.25 ns
* Cell Type Count at 16
[power by group through the flow]
stage | Sequential (µW) | Clock, µW | Combinational (µW)
4_1_cts | 271 | 213 | 0.000218
6_report | 271 | 201 | 0.000218
5_1_grt | 270 | 225 | 0.000218
[kinds of logic (layout without fill, tap and decap cells)]
family	Yosys count	in the layout	share of synthesized area [%]
AND/OR/NAND/NOR	26	26	28.2
flip-flops	21	21	52.4
XOR/XNOR	15	15	16.4
buffers and inverters	3	11	1.40
adder cells (fa/ha/maj)	1	1	1.56
[flip-flops by register name, indices dropped and copies added (netlist names)]
| signal | count |
|---|---|
| an | 4 |
| counter | 17 |
[final cells by class]
cell class                      count  area (µm²)
Fill cell                         680        5370
Sequential cell                    21         420
Multi-Input combinational cell     42         370
Tap cell                           77        96.3
Clock buffer                        4        45.0
Timing Repair Buffer                4        40.0
Inverter                            3        11.3
[synth_stat cells]
library cell,number
dfxtp_1,21
ha_1,1
inv_1,3
nand2_1,4
nand3_1,4
nand3_2,1
nand4_1,1
nand4_2,2
nand4_4,2
nor2_1,4
nor3_1,3
nor3_2,1
nor4_2,2
nor4_4,2
xnor2_1,4
xor2_1,11
[routing by layer]
metal | up-vias | wire length (µm) | GRT usage (%)
met3 | 0 | 111 | 1.39
met1 | 187 | 529 | 3.00
li1 | 239 | - | -
met5 | - | 0 | 0
met4 | 0 | 0 | 0.322
met2 | 10 | 433 | 2.85
[worst max path at each step]
stage	slack, ns	end	from	depth (start not counted)
CTS	1.12	counter[14]	counter[0]	4
global route	1.01	counter[16]	counter[0]	4
finish	1.12	counter[14]	counter[0]	4
[worst register-to-register path: cells and delay by family (launching register included)]
family / cells / cell delay (ns)
simple gates: 2 / 0.48
xor+xnor: 1 / 0.16
flops: 1 / 0.38
fa+ha+maj: 1 / 0.29
[per-stage QoR]
stage | total power, µW | hold slack, ns
after floorplan | 277 | 0.393
after global placement | 277 | 0.403
after detailed placement | 277 | 0.408
after CTS | 483 | 0.426
after global routing | 495 | 0.477
final | 472 | 0.426
Power figures rest on the tool's default switching activity, not on a simulated workload.
